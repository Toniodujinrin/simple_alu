$ cat /design/flow/config.mk
export PLATFORM = sky130hd
export DESIGN_NAME = divider
export DESIGN_NICKNAME = divider
export VERILOG_FILES = /design/flow/design.v
export SDC_FILE = /design/flow/constraint.sdc
export NUM_CORES = 4
export LEC_CHECK = 1
export CORE_AREA = 10 10 107 107
export DIE_AREA = 0 0 117 117
$ cat /design/flow/constraint.sdc
current_design divider

set clk_period 8.4
set clk_io_pct 0.2

create_clock -name clk0 -period $clk_period

set non_clock_inputs [all_inputs -no_clocks]
set_input_delay [expr $clk_period * $clk_io_pct] -clock clk0 $non_clock_inputs
set_output_delay [expr $clk_period * $clk_io_pct] -clock clk0 [all_outputs]
$ cat /design/flow/design.v
module divider(x,y,quo,rem,invalid_flag, negative, zero, cout, overflow); 
	parameter WIDTH = 16; 
	input [WIDTH-1:0] x,y; 
	output [WIDTH-1:0] quo, rem; 
	output invalid_flag, negative, zero, cout, overflow; 
	wire [WIDTH-1:0] unsigned_x; 
	wire [WIDTH-1:0] unsigned_y; 
	wire [WIDTH-1:0] unsigned_quo;  
	assign unsigned_x = x[WIDTH-1]? (~x)+1 : x; 
	assign unsigned_y = y[WIDTH-1]? (~y)+1 : y; 
	assign quo = y[WIDTH-1]^x[WIDTH-1]? (~unsigned_quo)+1:unsigned_quo; 
	assign invalid_flag = y == 0 ? 1:0; 
	unsigned_divider#(.WIDTH(WIDTH)) DIVIDER(.x(unsigned_x),.y(unsigned_y),.quo(unsigned_quo),.rem(rem)); 
	assign zero = x == 0 ? 1:0; 
	assign cout = 0; 
	assign overflow = 0; 
	assign negative = y[WIDTH-1]^x[WIDTH-1]; 
endmodule 
module unsigned_divider(x,y,quo,rem); 
	parameter WIDTH = 16;
	input [WIDTH-1:0] x,y; 
	output [WIDTH-1:0] quo,rem; 
	wire [WIDTH-1:0] stage_sum [0:WIDTH-1];
	wire [WIDTH-2:0] stage_mux_output [0:WIDTH-2]; 
	wire [WIDTH-2:0] zero_bits; 
	wire [WIDTH-1:0] temp_cout; 
	assign zero_bits = {(WIDTH-1){1'b0}}; 
	genvar i,j; 
	generate 
		for (i = 0; i < WIDTH; i = i + 1)
			begin: DIVIDER_BLOCK
				if(i == 0)
					begin 
						simplified_signed_adder#(.WIDTH(WIDTH)) S1(.x({zero_bits,x[WIDTH-1]}),.y(y),.add_sub(1'b1),.cout(temp_cout[i]),.s(stage_sum[i])); 
						chained_mux #(.WIDTH(WIDTH-1)) CM1(.x(zero_bits), .y(stage_sum[i][WIDTH-2:0]),.s(stage_sum[i][WIDTH-1]),.out(stage_mux_output[i])); 
					end 
				else if(i== WIDTH-1) 
						simplified_signed_adder#(.WIDTH(WIDTH)) S3(.x({stage_mux_output[i-1],x[WIDTH-i-1]}), .y(y), .add_sub(1'b1),.cout(temp_cout[i]),.s(stage_sum[i])); 
				else 
					begin
						simplified_signed_adder#(.WIDTH(WIDTH)) S2(.x({stage_mux_output[i-1],x[WIDTH-i-1]}), .y(y), .add_sub(1'b1),.cout(temp_cout[i]),.s(stage_sum[i])); 
						chained_mux #(.WIDTH(WIDTH-1)) CM2(.x(stage_mux_output[i-1]),.y(stage_sum[i][WIDTH-2:0]),.s(stage_sum[i][WIDTH-1]),.out(stage_mux_output[i])); 
					end 
			end 
		for(i = 0; i < WIDTH; i = i +1) 
			begin: FINAL_DIVIDER_STAGE
				assign quo[WIDTH-i-1] = ~(stage_sum[i][WIDTH-1]); 
			end 
		assign rem = stage_sum[WIDTH-1]; 
	endgenerate 
endmodule
module simplified_signed_adder(x, y, add_sub, cout, s);
	parameter WIDTH = 8; 
	input [WIDTH-1:0] x, y; 
	input add_sub;
	output [WIDTH-1:0] s; 
	output cout; 
	wire [WIDTH-1:0] couts;  
	wire [WIDTH-1:0] _y; 
	assign cout = couts[WIDTH-1]; 
	genvar i; 
	generate
		for(i = 0; i < WIDTH; i = i+1)
			begin: compliment_y
				assign _y[i] = y[i] ^ add_sub;
			end
	endgenerate
	carry_look_adder #(.WIDTH(WIDTH)) A1(x, _y, add_sub, s, couts);
endmodule 
module carry_look_adder  (x,y,cin,s,cout);
	parameter WIDTH = 16; 
	input [WIDTH-1:0] x, y; 
	input cin; 
	output [WIDTH-1:0] s, cout; 
	wire [WIDTH:0] c;
	wire [WIDTH-1:0] g, p;
	assign g = x & y;
	assign p = x | y;
	assign c[0] = cin;
	genvar i;
	generate
		for (i = 1; i <= WIDTH; i = i + 1) begin: carry_chain
			assign c[i] = g[i-1] | (p[i-1] & c[i-1]);
		end
	endgenerate
	assign s = x ^ y ^ c[WIDTH-1:0];
	assign cout = c[WIDTH:1];
endmodule
module d_ff(clk, d, q, reset);
	input clk; 
	input d, reset; 
	output reg q; 
	always @(posedge clk, posedge reset)
		begin
			if(reset)
				q <= 0; 
			else
				q <= d; 
		end 
endmodule 
module chained_mux(x,y,s,out); 
	parameter WIDTH = 7; 
	input [WIDTH-1:0] x,y; 
	input s; 
	output [WIDTH-1:0] out; 
	genvar i; 
	generate 
		for(i=0; i< WIDTH; i = i+1)
		begin : SINGLE_MUX
			mux MUX(.x(x[i]),.y(y[i]),.s(s),.out(out[i])); 
		end 
	endgenerate 
endmodule 
module mux(x,y,s,out);
	input x,y,s; 
	output out; 
	assign out = s?x:y; 
endmodule
module shift_register_n(clk,enable,q,preset,reset,load,shift_load,in); 
	parameter WIDTH = 16; 
	input clk,enable,shift_load,in; 
	input [WIDTH-1:0] load, preset, reset; 
	output [WIDTH-1:0] q; 
	wire [WIDTH-1:0] mux_1_out; 
	wire [WIDTH-1:0] mux_2_out; 
	genvar i; 
	generate 
	for (i = 0; i< WIDTH; i = i +1)
		begin:n_bit_register
			if(i == 0)
				begin
					mux_2_1 MUX(in,q[i],enable,mux_1_out[i]); 
				end
			else
				begin 
					mux_2_1 MUX(q[i-1],q[i],enable,mux_1_out[i]); 
				end 
			mux_2_1 MUX(mux_1_out[i],load[i], shift_load, mux_2_out[i]); 
			d_flip D(clk,mux_2_out[i],q[i],preset,reset); 
		end 
	endgenerate
endmodule 
module leading_zero_counter_13 (x,q,a);
   input [12:0] x; 
    output reg [3:0] q; 
    output a; 
    assign a = ~|x;
    always @(*) begin
        if (x[12]) q = 4'd0;
        else if (x[11]) q = 4'd1;
        else if (x[10]) q = 4'd2;
        else if (x[9]) q = 4'd3;
        else if (x[8]) q = 4'd4;
        else if (x[7]) q = 4'd5;
        else if (x[6]) q = 4'd6;
        else if (x[5]) q = 4'd7;
        else if (x[4]) q = 4'd8;
        else if (x[3]) q = 4'd9;
        else if (x[2]) q = 4'd10;
        else if (x[1]) q = 4'd11;
        else if (x[0]) q = 4'd12;
        else q = 4'd13;
    end
endmodule
module leading_zero_counter_16 (
    input [15:0] x,
    output reg [4:0] q,
    output a
);
    assign a = ~|x;
    always @(*) begin
        if (x[15]) q = 5'd0;
        else if (x[14]) q = 5'd1;
        else if (x[13]) q = 5'd2;
        else if (x[12]) q = 5'd3;
        else if (x[11]) q = 5'd4;
        else if (x[10]) q = 5'd5;
        else if (x[9]) q = 5'd6;
        else if (x[8]) q = 5'd7;
        else if (x[7]) q = 5'd8;
        else if (x[6]) q = 5'd9;
        else if (x[5]) q = 5'd10;
        else if (x[4]) q = 5'd11;
        else if (x[3]) q = 5'd12;
        else if (x[2]) q = 5'd13;
        else if (x[1]) q = 5'd14;
        else if (x[0]) q = 5'd15;
        else q = 5'd16;
    end
endmodule
module leading_zero_counter_22 (
    input [21:0] x,
    output reg [4:0] q,
    output a
);
    assign a = ~|x;
    always @(*) begin
        if (x[21]) q = 5'd0;
        else if (x[20]) q = 5'd1;
        else if (x[19]) q = 5'd2;
        else if (x[18]) q = 5'd3;
        else if (x[17]) q = 5'd4;
        else if (x[16]) q = 5'd5;
        else if (x[15]) q = 5'd6;
        else if (x[14]) q = 5'd7;
        else if (x[13]) q = 5'd8;
        else if (x[12]) q = 5'd9;
        else if (x[11]) q = 5'd10;
        else if (x[10]) q = 5'd11;
        else if (x[9]) q = 5'd12;
        else if (x[8]) q = 5'd13;
        else if (x[7]) q = 5'd14;
        else if (x[6]) q = 5'd15;
        else if (x[5]) q = 5'd16;
        else if (x[4]) q = 5'd17;
        else if (x[3]) q = 5'd18;
        else if (x[2]) q = 5'd19;
        else if (x[1]) q = 5'd20;
        else if (x[0]) q = 5'd21;
        else q = 5'd22;
    end
endmodule
module simple_signed_comparator(x,y,gt,lt,eq); 
	parameter WIDTH = 16; 
	input [WIDTH-1:0] x,y; 
	output gt, lt, eq; 
	wire x_msb = x[WIDTH-1] ; 
	wire y_msb = y[WIDTH-1]; 
	wire x_pos_y_neg, x_neg_y_pos, equal_sign;  
	wire mag_gt, mag_lt, mag_eq;  
    assign x_pos_y_neg = ~x_msb & y_msb; 
  	assign x_neg_y_pos = x_msb & ~y_msb; 
    assign equal_sign =  ~(x_msb ^ y_msb); 
	simple_comparator#(.WIDTH(WIDTH-1)) MAG_COMPARATOR(.x(x[WIDTH-2:0]),.y(y[WIDTH-2:0]), .gt(mag_gt), .lt(mag_lt), .eq(mag_eq)); 
	assign gt = x_pos_y_neg | (equal_sign & mag_gt); 
	assign lt = x_neg_y_pos | (equal_sign & mag_lt); 
	assign eq = equal_sign & mag_eq; 
endmodule 
module simple_comparator(x,y,gt,lt,eq); 
	parameter WIDTH = 4; 
	input[WIDTH-1:0] x,y; 
	output gt,lt, eq; 
   wire [WIDTH-1:0] i;
   wire [WIDTH-1:0] xgty_bit;
   wire [WIDTH-1:0] eqn_prefix;
   assign i = x ~^ y;
   genvar j;
   generate
	  for (j = 0; j < WIDTH; j = j + 1) begin: eq_prefix_block
			if (j == WIDTH - 1) begin
				 assign eqn_prefix[j] = 1'b1;
			end else begin
				 assign eqn_prefix[j] = eqn_prefix[j + 1] & i[j + 1];
			end
	  end
   endgenerate
   genvar k;
   generate
	  for (k = 0; k < WIDTH; k = k + 1) 
		begin:x_gt_y_block
			assign xgty_bit[k] = x[k] & ~y[k] & eqn_prefix[k];
		end
   endgenerate
   assign eq = &i;
   assign gt = |xgty_bit;
   assign lt = ~(gt | eq);
endmodule 
module complimenter_2(x, r, enable); 
	parameter WIDTH = 16;
	input [WIDTH-1:0] x; 
	input enable; 
	output [WIDTH-1:0] r; 
	wire [WIDTH-1:0] neg_x; 
	wire [WIDTH-1:0] x_2_compliment; 
	wire [WIDTH-1:0] temp_cout; 
	assign neg_x = ~x; 
	carry_look_adder#(.WIDTH(WIDTH)) ADDER(.x(neg_x),.y({WIDTH{1'b0}}),.cin(1'b1),.s(x_2_compliment),.cout(temp_cout));  
	assign r = enable?x_2_compliment:x; 
endmodule 
module crossbar_switch (x1,x2,y1,y2,s);
   parameter WIDTH = 16; 
	input [WIDTH-1:0] x1,x2; 
	output [WIDTH-1:0] y1,y2; 
	input s; 
    chained_mux #(.WIDTH(WIDTH)) MUX1 (.x(x1), .y(x2), .s(s), .out(y2));
    chained_mux #(.WIDTH(WIDTH)) MUX2 (.x(x2), .y(x1), .s(s), .out(y1));
endmodule	
module barrel_shifter_11_13(x, r, shift_count, mode);
    parameter WIDTH = 16; 
    input [WIDTH-1:0] x; 
    output [WIDTH-1:0] r; 
    input mode; 
    input [4:0] shift_count; 
    wire [WIDTH-1:0] stage_shift [3:0];  
    generate 
        if(WIDTH < 17)
            begin 
                chained_mux#(.WIDTH(WIDTH)) STAGE_0_CM(.x({(WIDTH){1'b0}}),.y(x),.s(shift_count[4]),.out(stage_shift[0]));
            end 
        else
            begin 
                chained_mux#(.WIDTH(WIDTH)) STAGE_0_CM(.x(mode?{x[WIDTH-17:0],16'b0}:{16'b0,x[WIDTH-1:16]}),.y(x),.s(shift_count[4]),.out(stage_shift[0]));
            end 
    endgenerate 
    chained_mux#(.WIDTH(WIDTH)) STAGE_1_CM(.x(mode?{stage_shift[0][WIDTH-9:0],8'b0}:{8'b0,stage_shift[0][WIDTH-1:8]}),.y(stage_shift[0]),.s(shift_count[3]),.out(stage_shift[1]));
    chained_mux#(.WIDTH(WIDTH)) STAGE_2_CM(.x(mode?{stage_shift[1][WIDTH-5:0], 4'b0}:{4'b0,stage_shift[1][WIDTH-1:4]}), .y(stage_shift[1]), .s(shift_count[2]), .out(stage_shift[2])); 
    chained_mux#(.WIDTH(WIDTH)) STAGE_3_CM(.x(mode?{stage_shift[2][WIDTH-3:0], 2'b0}:{2'b0,stage_shift[2][WIDTH-1:2]}), .y(stage_shift[2]), .s(shift_count[1]), .out(stage_shift[3])); 
    chained_mux#(.WIDTH(WIDTH)) STAGE_4_CM(.x(mode?{stage_shift[3][WIDTH-2:0], 1'b0}:{1'b0,stage_shift[3][WIDTH-1:1]}), .y(stage_shift[3]), .s(shift_count[0]), .out(r));
endmodule
$ cat /design/flow/run.sh
#!/bin/bash
# OpenROAD 26Q1-2900-gdf79404cd8, Yosys 0.63+post, stock flow scripts
make -C /OpenROAD-flow-scripts/flow DESIGN_CONFIG=/design/flow/config.mk WORK_HOME=/design/flow/orfs finish
==> qor.csv <==
metric,value,unit
core_util_floorplan,119,%
flow.first_error,[ERROR GPL-0301] Utilization 142.497 % exceeds 100%.,
status,stopped before the end,
syn_avg_cell_area,8.50,um2
postSynthCellCount,1288,
area_leaders,"fa_1 36%, ha_1 5.3%, nor2_1 4.2%",
yosys.cell_types.count,90,
dominant_cell_area_share,36.0,%
synth_top_cell_by_area,fa_1,
ys_chip_area,10900,um2
post_synth_instance_area,10900,um2
die_w,117,um
stop_stage,global placement without I/O (3_1_place_gp_skip_io),
y_dimension_of_the_die,117,um
synth.yosys.seq_area_share,0,%
floorplan.rows,35,
yosys_warnings,1,
yosys-stat-cells,1288,
==> logic make-up after synthesis <==
logic type	after synthesis	share of synthesized area [%]
adders and majority gates	244	41.4
muxes	48	4.73
xor gates and xnor gates	74	6.36
buffers and inverters	173	6.45
AOI/OAI and AO/OA	354	24.2
and+or+nand+nor	394	16.9
other	1	0.0343
==> synth_stat cells, drive strengths merged, types with 13 or more instances <==
cell type,n
nor2,123
fa,197
xor2,31
mux2,27
a211o,13
a221o,21
and2,13
xnor2,42
buf,26
inv,101
o31ai,30
a21oi,74
ha,46
a31oi,29
a211oi,20
mux2i,21
nor3,32
nand2,120
o21ai,50
o22ai,17
a221oi,25
nand3,32
clkbuf,45
